### flow/design.v
module MUX (sel,data_valid, os_valid, data_in, os_in, data_datak, os_datak, out, datak_out, valid_out,MuxSyncHeader);
input sel; 
input [63:0]data_valid; 
input [63:0]os_valid; 
input [63:0]data_datak;  
input [63:0]os_datak; 
input [511:0] data_in; 
input [511:0] os_in; 
output reg MuxSyncHeader;
output reg [63:0]valid_out; 
output reg [63:0]datak_out;
output reg [511:0] out;
always@(*)begin
 if(sel)begin   
   out=data_in;
   valid_out=data_valid;
   datak_out=data_datak;
   MuxSyncHeader=0;
   end
 else begin  
  out=os_in;
  valid_out=os_valid;
  datak_out=os_datak;
  MuxSyncHeader=1;
  end
 end
 endmodule
### flow/constraint.sdc
current_design MUX

set clk_period 1.0
set clk_io_pct 0.2

create_clock -name clk0 -period $clk_period

set non_clock_inputs [all_inputs -no_clocks]
set_input_delay [expr $clk_period * $clk_io_pct] -clock clk0 $non_clock_inputs
set_output_delay [expr $clk_period * $clk_io_pct] -clock clk0 [all_outputs]
### flow/run.sh
#!/bin/bash
# OpenROAD 26Q1-2900-gdf79404cd8, Yosys 0.63+post, stock flow scripts
make -C /OpenROAD-flow-scripts/flow DESIGN_CONFIG=/design/flow/config.mk WORK_HOME=/design/flow/orfs finish
### flow/config.mk
export PLATFORM = sky130hd
export DESIGN_NAME = MUX
export DESIGN_NICKNAME = MUX
export VERILOG_FILES = /design/flow/design.v
export SDC_FILE = /design/flow/constraint.sdc
export NUM_CORES = 4
export LEC_CHECK = 1
export CORE_AREA = 10 10 731 731
export DIE_AREA = 0 0 741 741
==> results.toml <==
# yosys + openroad results
[power_and_ir_drop]
comb_power_share = 1.000
internal-power_w = 0.0109
cellPowerDensity_nw_per_um2 = 478
total_power_w = 0.0187
power_switching_w = 0.00781
p_leak_nw = 12.8
pwr-share-clk = 0
seq_power_share = 0
peakVddDrop_mv = 0.194
swShare = 0.417

[timing]
slew_violations = 0
period_needed_ns = 1.96
final_hold_viol_count = 0
relSlewSlack = 0.635
postLayoutSetupSlackWorst_ns = -0.960
rsz0062_at_grt = "true"
max_freq_ghz = 0.510
setup_viol = 641
worst_pin_slew_ns = 0.545
finalClockPeriodUsage = 1.96

[setup_path]
crit_required_ns = 0.80
worstSetupPathType = "in2out"
crit_top_cell = "buf_16"
crit_path_end = "out[47]"
worstPathCellList = "buf_16 -> buf_16 -> buf_16 -> buf_6 -> buf_8 -> buf_16 -> buf_6 -> buf_4 -> mux2_4 -> buf_2"
crit_path_max_incr_delay_ns = 0.29
slowest_stage = "mux2_4"
end_kind = "primary output"
crit_family = "buffers and inverters"
critPathMaxFanout = 8
crit_arrival_ns = 1.76
crit_start = "sel"
start_kind = "input port"
crit_buf_inv = 9
cp.depth = 10

[floorplan]
fp_util = 0.0153
io_pins = 1922
core-area_sq_um = 518000
chip_area_sq_um = 549000
rows = 264
chipWidth_um = 741
fp.dieH_um = 741

[place]
dp_slack_ns = -1.19
io_buffers = 1922
place.gp.congestion = 1.13
dp_hpwl_um = 472000

[yosys]
top_cell_area_share = 0.912
ys_chip_area_sq_um = 7910
ys_seq_frac = 0
synth_area_per_cell_sq_um = 11.1
yosys_warnings = 1
ys_cells = 712
synth_area_sq_um = 7910
netlist_instances = 712
synth_cell_types = 5
yosysTopAreaCell = "mux2_2"
area_leaders = "mux2_2 91%, buf_6 7.7%, buf_2 1.0%"

[route]
routedWlPerCell_um = 49.2
first_pass_iters = 5
vias = 20329
drc = 0
drt-total-wl_um = 488000
drt_iter0_drc = 999
routed_via_density = 2.05
antenna_left = 0

[global_routing]
antenna_found_initial = 733
grt_max_degree = 29
grt_pass1_vias = 18194
grt_util_all_layers = 0.173
grt_overflow = 0
grt_pass1_wl_um = 527000

[final_layout]
layout_top_cells = "1528 x clkdlybuf4s50_1, 523 x mux2_2, 306 x buf_4"
regArea_sq_um = 0
flops = 0
syn_to_final_growth_pct = 394
drive_gt1_frac = 0.446
mostFrequentLayoutCell = "clkdlybuf4s50_1"
clkbuf_count = 0
fillers = 60335

[clock_network]
cts_hold_buf = 0

[job]
tool_warnings = 36
drv_cap = 0

[outcome]
status = "complete, but fails checks"
violations = "negative setup slack"

[hold_path]
hold_path_class = "in2out"
worstHoldStart = "sel"
[logic make-up after synthesis]
group    after synthesis  share of synthesized area
buf+inv               72                     0.0885
mux                  640                      0.912
[Yosys cell counts, drive strengths merged]
cell type / n
mux2: 640
buf: 71
inv: 1
[power by group through the flow]
stage / logic [W] / registers (W) / clock network, W
CTS: 0.0188 / 0 / 0
global route: 0.0198 / 0 / 0.0000000229
finish: 0.0187 / 0 / 0.0000000318
[through the flow]
stage / TNS [ns] / hold slack (ns) / instance area (sq um) / util / std cells
2_1_floorplan: -54.37 / 0.498 / 8040 / - / 712
3_3_place_gp: -590.24 / 1.09 / 37100 / 0.0717 / 9625
3_5_place_dp: -592.08 / 1.09 / 37100 / 0.0717 / 9625
4_1_cts: -536.59 / 1.07 / 38000 / 0.0735 / 9675
5_1_grt: -528.45 / 1.08 / 38900 / 0.0752 / 9855
6_report: -506.64 / 1.04 / 39100 / 0.0755 / 9913
[final cells by class]
cell class	count	area (sq um)	area share
well taps	6916	8650	0.221
repair buffers	2139	22200	0.569
multi-input cells	640	7650	0.196
inverters	1	3.75	0.0000960
diodes	217	543	0.0139
[tightest hold or removal path, stage by stage]
cell and delay (ns):
buf_16 0.14, buf_4 0.16, mux2_2 0.15, buf_4 0.15
[worst min path at each step]
stage	cells past startpoint	endpoint	slack [ns]
finish	4	out[3]	1.04
global route	3	valid_out[18]	1.08
CTS	3	out[66]	1.07
[layer usage]
layer / GRT usage / vias to the layer above / share of wire
li1: - / 7128 / -
met3: 0.158 / 1384 / 0.20
met5: 0 / - / 0.0053
met2: 0.252 / 2740 / 0.41
met1: 0.181 / 8707 / 0.34
met4: 0.0439 / 370 / 0.042
[timing repair]
action                                 CTS  global route
gates cloned                             8             4
pin swaps                                0             0
setup buffers                           43            18
setup endpoints to repair              641           641
endpoints found under the hold margin    0             0
gates resized                          319           140
No activity file was given, so power comes from the tool's default toggle rates.
